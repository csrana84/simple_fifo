--- flow/run.sh ---
#!/bin/bash
# OpenROAD 26Q1-2900-gdf79404cd8, Yosys 0.63+post, stock flow scripts
make -C /OpenROAD-flow-scripts/flow DESIGN_CONFIG=/design/flow/config.mk WORK_HOME=/design/flow/orfs finish
--- flow/design.v ---
`timescale 1ns / 1ps
module fifo_design #(
	parameter DATA_WIDTH = 8,
	parameter ADDR_WIDTH = 7
) (
	input [DATA_WIDTH-1:0] datain,
	input wr_clk,
	input rd_clk,
	input reset,
	input push,
	input pop,
	output [DATA_WIDTH-1:0] dataout,
	output [ADDR_WIDTH-1:0] fifo_depth_wr,
	output [ADDR_WIDTH-1:0] fifo_depth_rd,
	output reg fifo_overflow,
	output reg fifo_underflow,
	output fifo_full,
	output fifo_afull
);
localparam FIFO_DEPTH = 2 ** ADDR_WIDTH;
reg [DATA_WIDTH-1:0] fifo_mem [FIFO_DEPTH-1:0];
reg [ADDR_WIDTH:0] count_wr, count_wr1, count_rd, count_rd1;
wire empty, full;
always @(posedge wr_clk, posedge reset)
	if (reset) 
		count_wr <= 0;
	else if (push && !full)
	begin
		fifo_mem[count_wr[ADDR_WIDTH-1:0]] <= datain;
		count_wr <= count_wr + 1;
	end
always @(posedge rd_clk, posedge reset)
	if (reset) 
		count_rd <= 0;
	else if (pop)
		count_rd <= count_rd + 1;
assign dataout = fifo_mem[count_rd[ADDR_WIDTH-1:0]];
always @(posedge wr_clk, posedge reset)
	if (reset) 
		count_wr1 <= 0;
	else
		count_wr1 <= count_wr;
assign full = (count_rd == {!count_wr[ADDR_WIDTH],count_wr[ADDR_WIDTH-1:0]});
always @(posedge wr_clk, posedge reset)
	if (reset) 
		count_rd1 <= 0;
	else
		count_rd1 <= count_rd;
assign empty = (count_rd == count_wr1);
assign fifo_depth_wr = count_wr[ADDR_WIDTH-1:0];
assign fifo_depth_rd = count_rd[ADDR_WIDTH-1:0];
assign fifo_full = full;
assign fifo_afull = empty;
always @ (push or full)
	if (push && full)
		fifo_overflow <= 1'b1;
	else 
		fifo_overflow <= 1'b0;
always @ (pop or empty)
	if (pop && empty)
		fifo_underflow <= 1'b1;
	else 
		fifo_underflow <= 1'b0;
endmodule
--- flow/constraint.sdc ---
current_design fifo_design

set clk_period 12.9
set clk_io_pct 0.2

create_clock -name clk0 -period $clk_period [get_ports {rd_clk}]
create_clock -name clk1 -period $clk_period [get_ports {wr_clk}]

set non_clock_inputs [all_inputs -no_clocks]
set_input_delay [expr $clk_period * $clk_io_pct] -clock clk0 $non_clock_inputs
set_output_delay [expr $clk_period * $clk_io_pct] -clock clk0 [all_outputs]
--- flow/config.mk ---
export PLATFORM = sky130hd
export DESIGN_NAME = fifo_design
export DESIGN_NICKNAME = fifo_design
export VERILOG_FILES = /design/flow/design.v
export SDC_FILE = /design/flow/constraint.sdc
export NUM_CORES = 4
export LEC_CHECK = 1
export CORE_UTILIZATION = 30
==> qor.txt <==
status = finished, violations left
violated checks = max-capacitance violations, max-slew violations
Area after DPL = 45500 um^2
Most common reg cell = edfxtp_1
GRT overflow = 0
Slowest-stage cell, CP = nor4_1
Area leader share = 74.2%
Setup crit start kind = register
CTS Sinks = 1048
chip footprint = 140000 um^2
Pre-antenna DRT Iters = 5
total wire length = 235000 um
fraction of layout instances using a drive strength above 1 = 18.6%
# rows = 135
Worst Path Required = 10.32 ns
Port Buffers = 37
Gates resized, CTS repair = 0
first-pass GRT wire length = 304000 um
stage-log warning count = 33
Relative slew margins = -11.3%
Die Width = 374 um
Pins Over Slew Limit = 5
Chip Area, Yosys = 41400 um^2
Crit Path Class = reg2out
antenna violations before repair = 25
CP most frequent cell = buf_4
total track usage = 35.9%
GP Congestion = 1.13
via count = 30.4k
Hold Buf Count CTS = 0
Yosys reg bits = 1048
number of enable flip-flop cells = 1024
Max Fanout on Critical Path = 37
Pwr per Cell Area = 201 nW/um^2
Post-synth seq share = 75.7%
Hold Fails Final Rpt = 0
Hold Slack = 0.480 ns
Iter 0 DRT Violations = 3545
Synth cell types = 70
vias in the first global route = 30.6k
max-cap viol count = 1
leakage = 16.0 nW
clk_skew = 0.0554 ns
I/O pin cnt = 39
core area = 136000 um^2
Die H = 374 um
Max stage delay on crit path = 0.95 ns
DRC violation count after routing = 0
Post-DRT Antenna Nets = 0
Fin Setup TNS = 0 ns
detailed placement HPWL = 163000 um
Layout Utilization = 36.2%
design area = 49300 um^2
pin count of the biggest net entering global routing = 53
WL/cell = 48.7 um
Critical Path AT = 6.23 ns
worst reg-to-reg setup slack = 8.98 ns
RSZ-0062 raised after global routing = false
Pre-Place Util = 30.4%
asr flop ratio synth = 2.29%
Vias/cell = 6.29
Crit. End Element = output pin
post-synthesis cell area = 41400 um^2
Post-CTS Setup Inserts = 0
Yosys Instances = 2697
worst slew pin tran = 1.67 ns
Max VDD drop = 0.226 mV
# setup viols final = 0
Post-Synthesis Cells = 2697
Cell area leaders = edfxtp_1 74%, nand3_1 3.2%, a22oi_1 3.1%, a32oi_1 2.0%, nor2_1 1.9%
area growth from synthesis to layout = 19.1%
CTS tree = built
clk slew on worst S/H paths = 0.06 ns
cell type with the largest total area = edfxtp_1
Synth Area per Inst = 15.4 um^2
worst path cell trace = buf_4 -> and3b_2 -> buf_4 -> and3_1 -> a2111oi_0 -> nand4_1 -> nor4_1 -> o2111ai_1 -> mux2_1 -> clkdlybuf4s50_1
worst min path class = reg2reg
Ys Warns = 2
[cell usage in the layout (no fill, tap or decap), types with 10 or more instances in the layout]
cell             instances
nand3_1                262
dfrtp_1                 19
o21ai_0                 19
nor2_2                  25
clkdlybuf4s50_1         29
a2111oi_0               16
clkinv_2                23
diode_2                 14
a31oi_1                 16
and2_1                  12
a21oi_1                 19
a22oi_1                171
edfxtp_1              1024
nor2_1                 183
nand2_1                 65
buf_4                  313
nor3_1                  11
clkinv_1                26
xnor2_1                 25
o22ai_1                 18
a22o_1                  26
clkbuf_1                13
bufinv_16               16
nand3b_1                12
a32o_1                  12
a32oi_1                 96
nand4_1                117
inv_1                   10
or4_1                   21
clkbuf_16              114
nor2b_1                 12
nor4_1                  29
and3_1                  77
[metal layers]
metal  track usage (%)  part of all wire, %  vias up
met3              32.2                   21      776
li1                  -                    -    11448
met2              46.7                   40     3061
met4              20.6                  7.9       68
met5              13.1                  1.1        -
met1              37.3                   30    15083
[Yosys cell counts, types with 6 or more instances]
master	number
edfxtp_1	1024
nand3_1	262
nor2_1	208
a22oi_1	171
clkbuf_1	134
nand4_1	117
a32oi_1	96
and3_1	80
nand2_1	65
nor4_1	30
a22o_1	26
xnor2_1	25
dfrtp_1	24
buf_1	23
or4_1	23
buf_4	22
buf_2	21
a21oi_1	19
o21ai_0	19
a2111oi_0	18
o22ai_1	18
a31oi_1	16
nor2b_1	15
and3b_1	14
a32o_1	12
and2_1	12
nand3b_1	12
nor3_1	12
nor3b_1	12
buf_6	11
inv_1	10
mux2_2	9
ha_1	8
mux2i_1	8
a221oi_1	7
and4_1	7
mux2_1	7
nor4bb_1	7
or3_1	7
a222oi_1	6
nand2b_1	6
or3b_1	6
[cell families (layout without fill, tap and decap cells)]
| family | after synthesis | in the layout | synth area share (%) |
|---|---|---|---|
| DFF | 1048 | 1048 | 75.7 |
| and+or+nand+nor | 915 | 915 | 11.8 |
| AOI/OAI and AO/OA | 451 | 451 | 8.55 |
| buffers and inverters | 221 | 564 | 2.46 |
| xor gates and xnor gates | 30 | 30 | 0.634 |
| muxes | 24 | 24 | 0.628 |
| adders and majority gates | 8 | 8 | 0.242 |
| other | 0 | 14 | 0 |
[sequential cells by signal (all words and copies together) (netlist names)]
register and flops:
count_wr1 8, count_rd 8, count_wr 8, fifo_mem 1024
[worst paths after layout]
| kind | start | end | depth (start not counted) |
|---|---|---|---|
| worst max-delay path | count_rd[4] | dataout[4] | 10 |
| worst min-delay path | count_wr[7] | count_wr1[7] | 0 |
| worst max register to register | count_wr[2] | fifo_mem[31][2] | 9 |
| worst min register to register | count_wr[7] | count_wr1[7] | 0 |
| max in group clk1 | push | fifo_mem[31][2] | 7 |
| max in group asynchronous | reset | count_rd[6] | 3 |
| min in group clk0 | count_rd[7] | count_rd[7] | 1 |
| min in group asynchronous | reset | count_wr[6] | 3 |
[cell type report]
cell class	instances	area [um^2]
fill	12675	87000
sequential	1048	31400
multi-input combinational	1428	9250
clock buffer	127	2900
timing repair buffer	343	2650
tap	1781	2230
clock inverter	84	888
inverter	10	37.5
antenna	14	35.0
[per-stage QoR]
stage	worst slack [ns]	instances	total power [mW]
after floorplan	7.28	2697	4.95
after global placement	4.59	4609	6.48
after detailed placement	4.79	4610	6.47
after CTS	4.48	4821	9.78
after global routing	4.05	4822	10.0
final	4.09	4835	9.91
[power by group]
| group | total (mW) | switching (mW) | internal (mW) |
|---|---|---|---|
| registers | 3.89 | 0.0927 | 3.80 |
| logic | 2.66 | 1.99 | 0.666 |
| clock network | 3.36 | 1.42 | 1.94 |
[critical path: cells and delay by family, from the launching register on]
kind / cells / cell delay (ns)
flip-flops: 1 / 0.66
AND/OR/NAND/NOR: 4 / 2.00
buffers and inverters: 3 / 1.38
multiplexers: 1 / 0.53
AND-OR/OR-AND: 2 / 1.28
Power and IR drop assume default switching activity.
